--- flow/design.v ---
module regfile_base #(
    parameter SIZE = 16,                 
    parameter DEPTH = 8                 
  )(
    input clk,                         
    input [$clog2(DEPTH)-1:0] waddr,    
    input [SIZE-1:0] write_data,        
    input write_en,                     
    input [$clog2(DEPTH)-1:0] raddr0,    
    output [SIZE-1:0] read_data0,     
    input [$clog2(DEPTH)-1:0] raddr1,    
    output [SIZE-1:0] read_data1     
  );
  reg [SIZE-1:0] mem [DEPTH-1:0];       
  always @(posedge clk) begin
    if (write_en) 
      mem[waddr] <= write_data;
  end
  assign read_data0 = mem[raddr0];        
  assign read_data1 = mem[raddr1];
endmodule
--- flow/run.sh ---
#!/bin/bash
# OpenROAD 26Q1-2900-gdf79404cd8, Yosys 0.63+post, stock flow scripts
make -C /OpenROAD-flow-scripts/flow DESIGN_CONFIG=/design/flow/config.mk WORK_HOME=/design/flow/orfs finish
--- flow/config.mk ---
export PLATFORM = sky130hd
export DESIGN_NAME = regfile_base
export DESIGN_NICKNAME = regfile_base
export VERILOG_FILES = /design/flow/design.v
export SDC_FILE = /design/flow/constraint.sdc
export NUM_CORES = 4
export LEC_CHECK = 1
export CORE_UTILIZATION = 50
--- flow/constraint.sdc ---
current_design regfile_base

set clk_period 4.4
set clk_io_pct 0.2

create_clock -name clk0 -period $clk_period [get_ports {clk}]

set non_clock_inputs [all_inputs -no_clocks]
set_input_delay [expr $clk_period * $clk_io_pct] -clock clk0 $non_clock_inputs
set_output_delay [expr $clk_period * $clk_io_pct] -clock clk0 [all_outputs]
==> out/metrics.yaml <==
status:
  outcome: "finished clean"
yosys:
  yosys-top-cells-count: "edfxtp_1 (128), mux4_1 (56), mux2_2 (32), buf_6 (8), mux4_2 (8)"
  flop_cell: "edfxtp_1"
  synthDistinctLibCells: 12
  netlist_area_sq_um: 6040
  ys_sh_mux: 0.333
  synth_chip_area_sq_um: 6040
  ys_warn_count: 1
  synth-async-reset-ratio: 0
  ys_top_cells_by_area: "edfxtp_1 (64%), mux4_1 (24%), mux2_2 (6.0%)"
  topCombFamilyByArea: "multiplexers"
  yosysMostFrequentCell: "edfxtp_1"
  synth.top_cell.area_share: 0.636
  synth_seq_share: 0.636
  synth_flops: 128
  xor_share: 0
  edf_count: 128
  ys_cells: 255
  yosys.area_share.aoi: 0
  avgSynthCellArea_sq_um: 23.7
  top_area_cell: "edfxtp_1"
  ys_sh_simple: 0.00973
  fa_ha_area_frac: 0
  synthCells: 255
final_layout:
  largestRegisters: "mem (128)"
  layout.area.comb_sq_um: 2080
  largest_register_ffs: 128
  nFillCells: 821
  drive_gt1_frac: 0.242
  areaGrowthSynthToFinish_pct: 21.4
  largest-register: "mem"
  stdcell_count: 482
  seq_area_sq_um: 3840
worst_setup_path:
  path_class: "in -> out"
  path_max_fanout: 32
  path_cells: "clkdlybuf4s50_1, buf_4, mux4_1, mux2_2, clkdlybuf4s50_1"
  timing.critical_path.mode_cell: "clkdlybuf4s50_1"
  worstPathArrival_ps: 2830
  critPathSlowestCell: "clkdlybuf4s50_1"
  cp.required_ps: 3520
  slowest_delay_ps: 460
  endpoint_kind: "output port"
  start_kind: "primary input"
clock_network:
  clock-sinks: 128
  cts_inserted_buffers: 17
  cts_root_buffer: "clkbuf_16"
  cts.repair.resized: 0
  htreeDepth: 4
  cts_tree: "done"
  clockBufferDepth: 2
  ctsHoldBuffers: 0
  cts.clk_slew.worst_paths_ps: 50
  postCtsSetupBuffers: 0
sta:
  clock.fmax_mhz: 270
  whs_ps: 1200
  hold_viol: 0
  setup-violations-final: 0
  rsz0062_at_grt: "no"
  fin_crit_sh: 0.842
  fin_crit_ps: 3710
  slew_viol_final: 0
  worst_slew_pin_slew_ps: 447
  finalSetupTns_ps: 0
  maxSlewHeadroom: 0.702
drt:
  ant_nets: 0
  first_pass_iters: 16
  via_count: 2946
  wl_um: 11600
  remaining_drc_errors: 0
  wl_per_cell_um: 24.0
  drtIter0Drc: 106
  via_per_inst: 6.11
  n_antenna_cell: 0
floorplanning:
  io_pins: 59
  die_y_um: 112
  die_w_um: 112
  rows: 39
  core_util_floorplan: 0.520
  core_sq_um: 11600
  chipArea_sq_um: 12500
power:
  p_per_area_nw_per_um2: 399
  peakVddDrop_mv: 0.245
  p_leak_nw: 2.53
worst_hold_path:
  hold_class: "in -> reg"
run:
  cap_viol_max_count: 0
  tool_warnings: 26
grt:
  antenna_found_initial: 0
  grt_pass1_vias: 3322
  grt_pass1_wl_um: 17900
  grt_max_degree: 33
  gr-total-overflow: 0
  track_usage: 0.224
placed_design:
  gp_congestion: 0.728
  dpl.hpwl_um: 6430
  io_buffers: 58
  placed_cells: 452
## kinds of logic after synthesis
logic type,Yosys count
buf+inv,18
flops,128
simple gates,13
mux,96
## cells in the final DEF, fill, tap and decap left out, types with 3 or more instances in the layout
master and count:
clkdlybuf4s50_1 56, clkbuf_1 3, buf_4 12, clkbuf_16 17, edfxtp_1 128, mux4_1 56, clkinv_2 5, mux2_2 32
nor2_1 6, mux4_2 8, clkinv_1 3, nand2b_1 3
## path summary, 6_finish.rpt
kind,startpoint,end,slack [ps],cells after the start
setup / recovery,raddr0[2],read_data0[9],690,5
hold / removal,write_data[0],mem[4][0],1200,1
## worst max-delay path: cells and delay by family
kind | cells | cell delay, ps
buffers and inverters | 3 | 1260
multiplexers | 2 | 670
## through the flow
step / util / instance area [sq um] / worst slack, ps / total power [mW]
finish: 0.632 / 7340 / 694 / 2.93
global route: 0.632 / 7340 / 581 / 3.03
CTS: 0.632 / 7340 / 667 / 2.95
detailed placement: 0.586 / 6800 / 676 / 1.70
global placement: 0.586 / 6800 / 676 / 1.70
floorplan: - / 6040 / 1620 / 1.56
## power by group
| group | internal (mW) | switching, mW |
|---|---|---|
| clock | 0.813 | 0.444 |
| sequential | 1.39 | 0.0130 |
| combinational | 0.171 | 0.0987 |
| total | 2.37 | 0.556 |
## routing by layer
metal  track usage  vias to the layer above  share of wire
met3         0.131                        7          0.099
met5             0                        -              0
met4        0.0196                        0         0.0070
met1         0.340                     1477           0.39
li1              -                     1325              -
met2         0.336                      137           0.50
## area by class of cell
type / count / share of cell area
clock inverter: 10 / 0.0131
clock buffer: 20 / 0.0595
multi-input combinational: 109 / 0.284
sequential: 128 / 0.524
tap: 143 / 0.0244
timing repair buffer: 72 / 0.0955
Power and IR drop assume default switching activity.
