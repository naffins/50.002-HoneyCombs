==> design.v <==
module data_memory #(
    parameter SIZE = 16,                 
    parameter DEPTH = 64,                 
    parameter JOYSTICK_ADDR = 0,         
    parameter BUTTON_ADDR = 29,           
    parameter PLAYER0_START = 1,         
    parameter PLAYER1_START = 10,         
    parameter SELECTED_START = 19,       
    parameter TURN_ADDR = 28             
  )(
    input clk,                         
    input [$clog2(DEPTH)-1:0] waddr,    
    input [SIZE-1:0] write_data,        
    input write_en,                     
    input [$clog2(DEPTH)-1:0] raddr,    
    output [SIZE-1:0] read_data,     
    input [SIZE-1:0] input0_write_data,
    input input0_write_en,
    input [SIZE-1:0] input1_write_data,
    input input1_write_en,
    output [SIZE-1:0] input0_read_data,
    output [SIZE-1:0] input1_read_data,
    output [(9*SIZE)-1:0] player0_read,
    output [(9*SIZE)-1:0] player1_read,
    output [(9*SIZE)-1:0] selection_read,
    output [0:0] turn_read
  );
  reg [SIZE-1:0] mem [DEPTH-1:0];       
  always @(posedge clk) begin
    if (write_en) 
      mem[waddr] <= write_data;
    if (input0_write_en && (!(write_en && (waddr==JOYSTICK_ADDR)))) 
      mem[JOYSTICK_ADDR] <= input0_write_data;
    if (input1_write_en && (!(write_en && (waddr==BUTTON_ADDR)))) 
      mem[BUTTON_ADDR] <= input1_write_data;
  end
  assign read_data = mem[raddr];        
  assign input0_read_data = mem[JOYSTICK_ADDR];      
  assign input1_read_data = mem[BUTTON_ADDR];       
  assign player0_read[(9*SIZE)-1:0] = {mem[PLAYER0_START+8],mem[PLAYER0_START+7],mem[PLAYER0_START+6],mem[PLAYER0_START+5],mem[PLAYER0_START+4],
                                        mem[PLAYER0_START+3],mem[PLAYER0_START+2],mem[PLAYER0_START+1],mem[PLAYER0_START]};  
  assign player1_read[(9*SIZE)-1:0] = {mem[PLAYER1_START+8],mem[PLAYER1_START+7],mem[PLAYER1_START+6],mem[PLAYER1_START+5],mem[PLAYER1_START+4],
                                        mem[PLAYER1_START+3],mem[PLAYER1_START+2],mem[PLAYER1_START+1],mem[PLAYER1_START]};  
  assign selection_read[(9*SIZE)-1:0] = {mem[SELECTED_START+8],mem[SELECTED_START+7],mem[SELECTED_START+6],mem[SELECTED_START+5],mem[SELECTED_START+4],
                                        mem[SELECTED_START+3],mem[SELECTED_START+2],mem[SELECTED_START+1],mem[SELECTED_START]};  
  assign turn_read = mem[TURN_ADDR][0];  
endmodule
==> run.sh <==
#!/bin/bash
# OpenROAD 26Q1-2900-gdf79404cd8, Yosys 0.63+post, stock flow scripts
make -C /OpenROAD-flow-scripts/flow DESIGN_CONFIG=/design/flow/config.mk WORK_HOME=/design/flow/orfs finish
==> config.mk <==
export PLATFORM = sky130hd
export DESIGN_NAME = data_memory
export DESIGN_NICKNAME = data_memory
export VERILOG_FILES = /design/flow/design.v
export SDC_FILE = /design/flow/constraint.sdc
export NUM_CORES = 4
export LEC_CHECK = 1
export CORE_UTILIZATION = 40
==> constraint.sdc <==
current_design data_memory

set clk_period 6.7
set clk_io_pct 0.2

create_clock -name clk0 -period $clk_period [get_ports {clk}]

set non_clock_inputs [all_inputs -no_clocks]
set_input_delay [expr $clk_period * $clk_io_pct] -clock clk0 $non_clock_inputs
set_output_delay [expr $clk_period * $clk_io_pct] -clock clk0 [all_outputs]
==> run summary <==
From the run reports.

- According to the timing report, the critical path is captured at read_data[12].
- The share of the yosys chip area belonging to registers reads 77.5%.
- The classification of the worst-slack hold path reads in2reg.
- Once detail routing completed, the nets flagged for antenna violations numbered 0.
- Setup repair after global routing left no endpoint under its margin.
- The leakage dissipation reads 16.2 nW.
- Sorting the synthesized cells by how often they occur yields sky130_fd_sc_hd__edfxtp_1 (1,024), sky130_fd_sc_hd__mux4_2 (253), sky130_fd_sc_hd__mux2i_1 (62), sky130_fd_sc_hd__nor2_1 (62), sky130_fd_sc_hd__o22ai_1 (48).
- The registers of the reported paths see a clock transition of 60 ps.
- The count of synthesis-stage warnings from yosys reads 1.
- The flip-flop cell with the highest count after synthesis is sky130_fd_sc_hd__edfxtp_1.
- The hold buffer count at cts reads 0.
- The number of gates given a new drive strength after cts is 0.
- The worst-margin pin slew reads 1090 ps.
- The cell count in the Yosys report is 1,752.
- Yosys attributes the largest share of cell area to sky130_fd_sc_hd__edfxtp_1 (77%), sky130_fd_sc_hd__mux4_2 (14%), sky130_fd_sc_hd__mux2i_1 (1.6%).
- The time the final worst path needs with I/O delays and setup reads 6130 ps.
- The number of I/O port buffers is 544.
- The power density over the cells reads 270 nW/µm².
- The violation tally from detailed-route iteration zero is 1,426.
- The sequential cell area reads 30,700 µm².
- The proportion of netlist area held by the largest area contributor reads 77.5%.
- After synthesis, the netlist uses 37 different library cells.
- According to the CTS report, the clock sink count is 1,024.
- The number of buffers on the longest clock path reads 3.
- The origin of the worst setup path is raddr[3].
- The floorplan utilization reads 40.3%.
- The average size of a mapped cell is 22.7 µm².
- The post-synthesis register bit count reads 1,024.
- Along the worst path, the maximum fanout reaches 13.
- The number of levels in the clock H-tree is 3.
- The remaining global-route overflow reads 0.
- Sorting the Yosys area breakdown by cell type puts at the top sky130_fd_sc_hd__edfxtp_1.
- Entering global routing, the biggest net connects 75 pins.
- The mapped netlist covers 39,700 µm².
- For this block, the routed nets add up to 132,000 µm of wire.
- The library cell used as clock root buffer reads sky130_fd_sc_hd__clkbuf_16.
- The register with the most flip-flops in the layout has 1,024 of them.
- The routability congestion estimate is 0.936.
- The highest ir drop seen on vdd is 0.204 mV.
- The startpoint type of the worst setup path is a primary input.
- The per-cell routed wire length reads 34.7 µm.
- The worst hold slack across all endpoints is 978 ps.
- The Yosys chip area is 39,700 µm².
- The count of maximum capacitance violations is 0.
- Warnings raised by the tools during the run amount to 26.
- The die is 317 µm tall.
- Once the clock tree was built, the setup fixing pass inserted 0 buffers.
- The maximum achievable frequency reads 0.163 GHz.
- From the final report, the count of setup violators was given as 0.
- The TritonCTS buffer count is 104.
- Post-route period utilization is reported as 91.5%.
- The chip area reads 101,000 µm².
- STA classifies the critical path endpoint as an output port.
- The number of antenna violations at the first check in global routing reads 8.
- The fraction of registers with async set or reset after synthesis is 0%.
- The endpoint required time on the critical path reads 5360 ps.
- The flow measured a signed area growth from synthesis to layout of 27.3%.
- The total via count in the routed design is 21,600.
- The number of pins exceeding their max-slew limit in the final report is 0.
- The total core area is 98,400 µm².
- The width of the chip reads 317 µm.
- The final sum of negative setup slack is 0 ps.
- The largest registers in the layout are mem (1024).
- The filler cell count in the final layout reads 7,678.
- The wire length of the first global-routing pass reads 183,000 µm.
- The via-per-instance ratio is 5.69.
- The headroom to the max-slew limit reads 26.6%.
- The via count of the first global-routing pass was 24,200.
- The multi-input gate area in the final layout reads 8470 µm².
- The standard-cell row count is 115.
- The post-synth tally of flip-flops with integrated enable is 1,024.
- The number of placed I/O pins is 545.
- The critical path start-end classification is in2out.
- The register with the most flip-flops in the final layout is mem.
- The iteration tally of the first detailed-router pass reads 5.
- The half-perimeter wire length of the detailed placement result reads 92,200 µm.
- Global routing used 29.4% of the available tracks.
- The CTS tree is done.
- The flow ran to the end, and the final reports show no timing, DRC or antenna violations.
- The hold path depth reads 1.
- The final timing report lists a hold violation count of 0.
- The most frequent cell after synthesis reads sky130_fd_sc_hd__edfxtp_1.
- The routed layout reports a DRC error count of 0.
- The data arrival time reported for the critical path is 4790 ps.
- After technology mapping, the gate count stands at 1,752.
- The post-route netlist has 23.3% of its cells at a drive strength greater than 1.
[per-stage QoR]
step | util (%) | total power, mW | instance area (µm²) | setup slack [ps] | std cells
after global routing | 51.3 | 14.0 | 50500 | 346 | 3799
after floorplan | - | 7.64 | 39700 | 2560 | 1752
after global placement | 48.0 | 8.13 | 47200 | 621 | 3609
after detailed placement | 48.0 | 8.13 | 47200 | 587 | 3609
final | 51.3 | 13.6 | 50500 | 571 | 3801
after CTS | 51.3 | 13.7 | 50500 | 576 | 3798
[report_power, final]
group	total, mW	switching, mW	internal [mW]
registers	7.15	0.0345	7.12
logic	0.844	0.487	0.357
clock network	5.63	2.43	3.20
[critical path: stages]
cell and delay (ps):
sky130_fd_sc_hd__clkdlybuf4s50_1 820, sky130_fd_sc_hd__buf_4 380, sky130_fd_sc_hd__nor2b_1 180, sky130_fd_sc_hd__nand2_1 230
sky130_fd_sc_hd__o22ai_1 120, sky130_fd_sc_hd__nor4_1 730, sky130_fd_sc_hd__mux2_2 380, sky130_fd_sc_hd__clkdlybuf4s50_1 600
[final cells by class]
class / instances / share of cell area, %
sequential: 1024 / 60.8
clock inverter: 65 / 1.13
multi-input combinational: 631 / 16.8
tap: 1287 / 3.19
clock buffer: 124 / 5.38
timing repair buffer: 667 / 12.7
antenna: 3 / 0.0149
[cell usage in the layout (no fill, tap or decap), types with 6 or more instances in the layout]
cell                                 n
sky130_fd_sc_hd__and4_1              7
sky130_fd_sc_hd__clkbuf_16         106
sky130_fd_sc_hd__nor4_1             12
sky130_fd_sc_hd__mux2i_1            62
sky130_fd_sc_hd__bufinv_16           8
sky130_fd_sc_hd__o22ai_1            48
sky130_fd_sc_hd__clkdlybuf4s50_1   525
sky130_fd_sc_hd__nor2b_1            13
sky130_fd_sc_hd__nand2_1            19
sky130_fd_sc_hd__nor2_2             18
sky130_fd_sc_hd__buf_12              8
sky130_fd_sc_hd__nor2_1             44
sky130_fd_sc_hd__mux2_1             26
sky130_fd_sc_hd__mux2_2             18
sky130_fd_sc_hd__mux4_2            253
sky130_fd_sc_hd__clkinv_1           31
sky130_fd_sc_hd__a22oi_1            43
sky130_fd_sc_hd__a21oi_1             6
sky130_fd_sc_hd__nand3_1            11
sky130_fd_sc_hd__edfxtp_1         1024
sky130_fd_sc_hd__buf_2              16
sky130_fd_sc_hd__clkinv_2           14
sky130_fd_sc_hd__buf_4             115
sky130_fd_sc_hd__clkbuf_1           18
[worst min path at each step]
stage	from	to	slack, ps
finish	write_data[12]	mem[36][12]$_DFFE_PP_	980
global route	write_data[12]	mem[36][12]$_DFFE_PP_	990
CTS	write_data[12]	mem[36][12]$_DFFE_PP_	940
[routing by layer]
metal	up-vias	share of wire [%]	global-route usage (%)	routed length [µm]
met1	11000	31	35.2	40800
met3	216	18	23.7	24200
li1	8857	-	-	-
met2	1544	47	42.0	62000
met5	-	0.30	2.41	390
met4	12	3.4	7.91	4540
[kinds of logic (layout without fill, tap and decap cells)]
logic type	after synthesis	after routing	share of synthesized area, %
simple gates	159	159	2.04
buf+inv	97	856	1.42
compound gates	113	113	1.93
flops	1024	1024	77.5
other cells	0	3	0
mux	359	359	17.2
Power figures rest on the tool's default switching activity, not on a simulated workload.
